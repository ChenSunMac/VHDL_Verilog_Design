--- flow/run.sh ---
#!/bin/bash
# OpenROAD 26Q1-2900-gdf79404cd8, Yosys 0.63+post, stock flow scripts
make -C /OpenROAD-flow-scripts/flow DESIGN_CONFIG=/design/flow/config.mk WORK_HOME=/design/flow/orfs finish
--- flow/config.mk ---
export PLATFORM = sky130hd
export DESIGN_NAME = lab3part2
export DESIGN_NICKNAME = lab3part2
export VERILOG_FILES = /design/flow/design.v
export SDC_FILE = /design/flow/constraint.sdc
export NUM_CORES = 4
export LEC_CHECK = 1
export CORE_AREA = 10 10 70 70
export DIE_AREA = 0 0 80 80
--- flow/constraint.sdc ---
current_design lab3part2

set clk_period 3.8
set clk_io_pct 0.2

create_clock -name clk0 -period $clk_period

set non_clock_inputs [all_inputs -no_clocks]
set_input_delay [expr $clk_period * $clk_io_pct] -clock clk0 $non_clock_inputs
set_output_delay [expr $clk_period * $clk_io_pct] -clock clk0 [all_outputs]
--- flow/design.v ---
module lab3part2(LEDR, SW);
  	input [9:0] SW;
	output [9:0] LEDR;
	wire w1,w2,w3;
	adder a1(
		.c_in(SW[8]),
    .a(SW[4]),
	  .b(SW[0]),
	  .s(LEDR[0]),
	  .c_out(w1)	
	);
	adder a2(
		.c_in(w1),
    .a(SW[5]),
	  .b(SW[1]),
	  .s(LEDR[1]),
	  .c_out(w2)	
	);
	adder a3(
		.c_in(w2),
    .a(SW[6]),
	  .b(SW[2]),
	  .s(LEDR[2]),
	  .c_out(w3)	
	);
	adder a4(
		.c_in(w3),
    	.a(SW[7]),
	  	.b(SW[3]),
	  	.s(LEDR[3]),
	  	.c_out(LEDR[9])	
	);
endmodule
module adder(c_in, a, b, s, c_out);
  input c_in,a,b;
	output s,c_out;
	wire w1;
  mux2to1 m1(
		.a(c_in),
		.b(b),
		.s(a^b),
		.o(c_out)
	);
	assign s = (a^b)^c_in;
endmodule
module mux2to1(a,b,s,o);
  	input a,b,s;
	output o;
	assign o = a & ~s | b & s;
endmodule
==> summary.txt <==
run metrics: flop count 0, crit path time final 3.28 ns, area delta synth->final 47.6%, die height 80 µm, CLK BUF 0, OpenROAD warnings 33, vias in the first global route between 200 and 300, Yosys Instances 41, endpoints failing setup 0, RSZ-0062 raised after global routing false, sequential cell area 0 µm², ANT nets after route 0, Post-CTS Setup Bufs 0, Global Route Usage Sum under 10%, Peak VDD IR 12.0 µV, gp weighted congestion 0.716, Post-DP HPWL 673 µm, Seq share, synth 0%, drt initial violations 7, WP data arrival 2.52 ns, Startpoint Class primary input, cts repair resizes 0, synthesized area per cell 7.05 µm², most numerous logic cells after layout clkdlybuf4s50_1 (14), nor2_1 (6), conb_1 (5), xnor2_1 (3), share of cells above drive strength 1 8.16%, status complete, no violations, First-pass DRT Iterations 2, FMAX around 0.3 GHz, area of the core 3420 µm², DIE WIDTH 80 µm, Avg WL per Cell 7.52 µm, Setup Total Neg Slack 0 ns, die footprint 6400 µm², initial antenna violation count 0, Core Util at FP 8.46%, Leak 0.165 nW, Synth Cell Area 289 µm², crit path kind primary input to output port, Residual DRC 0, via count 251, Cell Area, Placed 427 µm², detailed-route wire length around 710 µm, via/cell ratio 2.64, min-delay src SW[8], most frequent logic cell in the layout clkdlybuf4s50_1, Final period util 86.3%, largest net degree at the start of global routing 5, WHS Path Cells 3, final hold slack 2.50 ns, max-slew violations 0, maxcap violations 0, yosys stat area 289 µm², critical path peak fanout 4, Fillers 402, num rows 21, final instance area 427 µm², hold_buf cts 0, worst hold path endpoint LEDR[0], number of diodes 0, Port-buffer cells 14, endpoint class of the critical path output port, Overflow after GRT 0, Critical Path RT slightly above 3 ns, Util after Layout 12.5%, Power Density 123 nW/µm², Hold WC Path Type primary input to output port, Cells after Synth slightly above 40, synth unique cells 21, first-pass GRT wire length 1190 µm, Final Hold Viols 0, io pins 20, Synth Warn # 5
==> critical path, stage by stage <==
cell and delay [ns]:
clkdlybuf4s50_1 0.56, nand2b_2 0.11, a211oi_4 0.30, o21ai_1 0.11, a211o_1 0.26, clkdlybuf4s50_1 0.43
==> area by class of cell <==
class              instances  area, µm²  share of cell area (%)
well taps                 46       57.6                    13.5
repair buffers            14        140                    32.8
multi-input cells         33        221                    51.9
inverters                  2       7.51                    1.76
==> cell usage after synthesis (all sizes together) <==
cell type	number	area, µm²
xor2	2	17.5
a211o	1	8.76
o21ai	1	5.00
buf	10	75.1
and3	1	6.26
a211oi	1	20.0
o22ai	1	6.26
nor2	6	22.5
nand2b	2	15.0
o211ai	1	7.51
xnor2	3	26.3
o2bb2ai	1	8.76
nand2	1	3.75
a21oi	2	10.0
o211a	1	10.0
inv	2	7.51
nor2b	4	35.0
conb	1	3.75
==> through the flow <==
stage	total power [mW]	cells	setup WS (ns)
after global routing	0.0589	95	0.408
final	0.0523	95	0.519
after global placement	0.0535	95	0.501
after detailed placement	0.0540	95	0.482
after CTS	0.0543	95	0.477
after floorplan	0.0363	45	1.37
==> logic make-up (layout without fill, tap and decap cells) <==
| logic type | Yosys count | in the layout | share of synthesized area (%) |
|---|---|---|---|
| simple gates | 14 | 14 | 28.6 |
| buf+inv | 12 | 16 | 28.6 |
| compound gates | 9 | 9 | 26.4 |
| xor+xnor | 5 | 5 | 15.2 |
| other cells | 1 | 5 | 1.30 |
==> worst max path at each step <==
stage / start / to / slack (ns) / depth (start not counted)
final: SW[0] / LEDR[3] / 0.52 / 6
after global routing: SW[0] / LEDR[3] / 0.41 / 6
after CTS: SW[0] / LEDR[3] / 0.48 / 6
==> report_power, final <==
| group | leakage [nW] | switching (mW) | internal [mW] |
|---|---|---|---|
| registers | 0 | 0 | 0 |
| clock network | 0 | 0 | 0 |
| logic | 0.165 | 0.0183 | 0.0341 |
==> routing by layer <==
metal,up-vias,track usage (%),part of all wire (%)
li1,136,-,-
met1,106,2.37,37
met2,9,4.41,54
met3,0,0.568,9.2
met4,0,0,0
met5,-,0,0
Power and IR drop assume default switching activity.
