==> flow/run.sh <==
#!/bin/bash
# OpenROAD 26Q1-2900-gdf79404cd8, Yosys 0.63+post, stock flow scripts
make -C /OpenROAD-flow-scripts/flow DESIGN_CONFIG=/design/flow/config.mk WORK_HOME=/design/flow/orfs finish
==> flow/config.mk <==
export PLATFORM = sky130hd
export DESIGN_NAME = example_code
export DESIGN_NICKNAME = example_code
export VERILOG_FILES = /design/flow/design.v
export SDC_FILE = /design/flow/constraint.sdc
export NUM_CORES = 4
export LEC_CHECK = 1
export CORE_AREA = 10 10 70 70
export DIE_AREA = 0 0 80 80
==> flow/constraint.sdc <==
current_design example_code

set clk_period 1.1
set clk_io_pct 0.2

create_clock -name clk0 -period $clk_period

set non_clock_inputs [all_inputs -no_clocks]
set_input_delay [expr $clk_period * $clk_io_pct] -clock clk0 $non_clock_inputs
set_output_delay [expr $clk_period * $clk_io_pct] -clock clk0 [all_outputs]
==> flow/design.v <==
`timescale 1ns / 1ns  
module example_code(SW, LEDR, HEX0, HEX1);
    input [9:0] SW;
    output [9:0] LEDR;
    output [6:0] HEX0, HEX1;
    wire [7:0] alu_out;
    dummy_alu alu1(.A(SW[7:4]), .B(SW[3:0]), 
	                .alu_function(SW[9:8]), .result(alu_out));
    assign LEDR = {2'b00, alu_out};
    hex_decoder h1(.hex_digit(SW[3:0]), .segments(HEX0));
    hex_decoder h2(.hex_digit(SW[7:4]), .segments(HEX1));
endmodule
module dummy_alu(A, B, alu_function, result);
    input [3:0] A;
    input [3:0] B;
    input [1:0] alu_function;
    output reg [7:0] result;
    wire [7:0] l1_connection;
    logic_block1 l1(.C(A), .D(B), .Y(l1_connection));    
    always @(*)
    begin
        case (alu_function)
            2'd0: result = l1_connection;
            2'd1: result = 8'hFF;
            default: result = 8'h00;
        endcase
    end        
endmodule
module logic_block1(C, D, Y);
    input [3:0] C;
    input [3:0] D;
    output [7:0] Y;
    assign Y = {C, D};  
endmodule
module hex_decoder(hex_digit, segments);
    input [3:0] hex_digit;
    output reg [6:0] segments;
    always @(*)
        case (hex_digit)
            4'h0: segments = 7'b100_0000;
            4'h1: segments = 7'b111_1001;
            4'h2: segments = 7'b010_0100;
            4'h3: segments = 7'b011_0000;
            4'h4: segments = 7'b001_1001;
            4'h5: segments = 7'b001_0010;
            4'h6: segments = 7'b000_0010;
            4'h7: segments = 7'b111_1000;
            4'h8: segments = 7'b000_0000;
            4'h9: segments = 7'b001_1000;
            4'hA: segments = 7'b000_1000;
            4'hB: segments = 7'b000_0011;
            4'hC: segments = 7'b100_0110;
            4'hD: segments = 7'b010_0001;
            4'hE: segments = 7'b000_0110;
            4'hF: segments = 7'b000_1110;   
            default: segments = 7'h7f;
        endcase
endmodule
==> impl_metrics.toml <==
# implementation run metrics
[run_status]
run_status = "finished with violations"
failed_checks = "setup timing"

[synth]
synth_area_um2 = 603
yosysUniqueCellTypes = 26
postSynthAreaPerCell_um2 = 6.63
yosys.stat.chipArea_um2 = 603
post_synthesis_instance_total = 91
yosys.stat.seqShare_pct = 0
synth_stat.cells = 91
synth_warnings = 2

[timing]
fmaxAchievable_mhz = 663
fin_ws_ns = -0.409
post-route-min-period_ns = 1.51
setup_viol = 14
final_hold_viol_count = 0
finalMaxSlewViolations = 0
fin_worst_hold_slack_ns = 0.731
timing.final.crit_share_pct = 137
setup-tns-final_ns = -3.84
grt_setup_unrepaired = "yes"

[flow_run]
cap_violations = 0
openroad.warnings = 45

[setup_path]
combined_buffer_and_inverter_count_along_the_critical_path = 4
critical-path-max-stage-delay_ns = 0.36
path_delay_family = "buffers and inverters"
crit_path_cell_trace = "buf_8 -> clkinvlp_4 -> buf_6 -> ha_4 -> nor2_1 -> or3b_1 -> o31ai_2 -> buf_2"
end_kind = "output pin"
worstPathArrival_ns = 1.29
cp.required_ns = 0.88
timing.setup.critical_path_class = "in2out"
cp_slowest_cell = "sky130_fd_sc_hd__or3b_1"
worst-path-max-fanout = 4
cp-start-kind = "input port"

[detailed_routing]
drt_iter0_drc = 30
firstDrtPassIters = 4
dr_total_vias = 834
drt-wirelength-per-cell_um = 12.7
final_antenna_net_count = 0
viasPerCell = 4.26
num_antenna_cells = 0
detail_route.drc_violations = 0
postRouteWirelength_um = 2480

[die]
dieHeight_um = 80
initCoreUtil_pct = 17.7
floorplan.die.width_um = 80
io-pin-count = 34
core_area_mm2 = 0.00342
num_rows = 21
floorplan.die_area_mm2 = 0.00640

[placed_design]
gp_routability_congestion = 0.850
dp_hpwl_um = 1750
port_buffers = 32
placement.setup.worst_slack_ns = -1.19

[grt]
global_route.usage.total_pct = 7.07
grt_residual_overflow = 0
wire_length_of_the_first_global_routing_pass_um = 3880
antenna_found_initial = 0
first_global_vias = 856
grt_max_degree = 11

[power]
cellLeakagePower_nw = 0.655
power.internal_mw = 0.311
power_frac_seq_pct = 0
p_sw_mw = 0.229
cellPowerDensity_mw_per_mm2 = 373
combinationalPowerShare_pct = 100.0
vdd_ir_drop_max_uv = 175
share_clk_of_total_power_pct = 0
netSwitchingFraction_pct = 42.5

[cells_and_area]
seq_area_um2 = 0
nFlopsAndLatches = 0
num-clock-buffers = 0
area_growth_syn_to_layout_pct = 140
drive_above_1_share_pct = 68.7

[worst_hold_path]
path_category_of_the_worst_min_delay_check = "in2out"

[clocking]
post_cts_hold_buffer_count = 0
cell type report:
type	instances	area, um^2
inverters	6	37.5
fillers	325	1970
repair buffers	66	566
multi-input cells	78	787
well taps	46	57.6
stage by stage:
| step | cell area, um^2 | power [mW] | utilization (%) | std cells |
|---|---|---|---|---|
| final | 1450 | 0.540 | 42.4 | 196 |
| after global routing | 1450 | 0.588 | 42.4 | 196 |
| after CTS | 1360 | 0.497 | 39.9 | 192 |
| after detailed placement | 1160 | 0.434 | 33.9 | 183 |
| after global placement | 1160 | 0.437 | 33.9 | 183 |
| after floorplan | 672 | 0.174 | - | 92 |
final timing paths:
kind / startpoint / to / slack [ns] / cells after the start
worst min-delay path: SW[2] / HEX0[0] / 0.73 / 3
worst max-delay path: SW[5] / HEX1[0] / -0.41 / 8
logic make-up (layout without fill, tap and decap cells):
logic type                 after synthesis  after routing  share of synthesized area [%]
AOI/OAI and AO/OA                       22             22                           25.1
other                                    1              2                          0.622
buffers and inverters                   14             72                           11.8
muxes                                    6              6                           10.6
adders and majority gates               12             12                           24.9
and+or+nand+nor                         36             36                           27.0
placed cells by master (no fill, tap or decap), types with 2 or more instances in the layout:
cell,count
sky130_fd_sc_hd__nor2_4,5
sky130_fd_sc_hd__o32ai_2,2
sky130_fd_sc_hd__buf_12,2
sky130_fd_sc_hd__buf_2,15
sky130_fd_sc_hd__o21ai_1,3
sky130_fd_sc_hd__buf_4,19
sky130_fd_sc_hd__a22o_1,4
sky130_fd_sc_hd__mux2i_1,3
sky130_fd_sc_hd__o211ai_1,2
sky130_fd_sc_hd__buf_6,18
sky130_fd_sc_hd__conb_1,2
sky130_fd_sc_hd__nor2_2,7
sky130_fd_sc_hd__nand2_1,4
sky130_fd_sc_hd__o21ai_2,2
sky130_fd_sc_hd__buf_8,2
sky130_fd_sc_hd__inv_1,2
sky130_fd_sc_hd__dlygate4sd2_1,6
sky130_fd_sc_hd__clkbuf_2,3
sky130_fd_sc_hd__nor2_1,15
sky130_fd_sc_hd__clkinvlp_4,2
sky130_fd_sc_hd__mux2_4,3
sky130_fd_sc_hd__or3b_1,2
sky130_fd_sc_hd__a21oi_2,2
sky130_fd_sc_hd__ha_4,11
sky130_fd_sc_hd__o31ai_2,3
worst min-delay path, cell delays in order:
cell and delay, ns:
sky130_fd_sc_hd__buf_2 0.11, sky130_fd_sc_hd__o31ai_2 0.07, sky130_fd_sc_hd__buf_2 0.10
power by group through the flow:
stage,combinational [mW],sequential [mW],clock (mW)
CTS,0.497,0,0
global route,0.588,0,0
finish,0.540,0,0
synth_stat cells (all sizes together):
| library cell | n | share of area [%] |
|---|---|---|
| nor2 | 27 | 18 |
| o211ai | 2 | 2.5 |
| o22ai | 1 | 1.0 |
| nand2 | 5 | 3.1 |
| or3b | 2 | 2.9 |
| inv | 6 | 3.7 |
| mux2i | 3 | 5.0 |
| o32ai | 2 | 2.9 |
| conb | 1 | 0.62 |
| o21ai | 5 | 4.1 |
| a21oi | 3 | 2.5 |
| buf | 6 | 6.2 |
| mux2 | 3 | 5.6 |
| ha | 12 | 25 |
| nor2b | 2 | 3.3 |
| a22o | 4 | 5.8 |
| clkbuf | 2 | 1.9 |
| o31ai | 3 | 3.7 |
| a21boi | 2 | 2.5 |
layer usage:
metal	global-route usage, %	share of wire (%)	up-vias
li1	-	-	424
met1	9.82	49	382
met3	3.07	9.9	0
met5	0	0	-
met2	10.4	41	28
met4	0	0	0
repair_timing:
action | CTS | global route
endpoints found under the hold margin | 0 | 0
pin swaps | 23 | 14
setup endpoints to repair | 22 | 19
resized | 154 | 25
setup buffers | 9 | 5
Power is estimated from default activity; no workload was simulated.
