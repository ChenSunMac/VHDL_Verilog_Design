## config.mk

```make
export PLATFORM = sky130hd
export DESIGN_NAME = lab4part1
export DESIGN_NICKNAME = lab4part1
export VERILOG_FILES = /design/flow/design.v
export SDC_FILE = /design/flow/constraint.sdc
export NUM_CORES = 4
export LEC_CHECK = 1
export CORE_AREA = 10 10 79 79
export DIE_AREA = 0 0 89 89
```

## constraint.sdc

```tcl
current_design lab4part1

set clk_period 1.5
set clk_io_pct 0.2

create_clock -name clk0 -period $clk_period [get_ports {KEY}]

set non_clock_inputs [all_inputs -no_clocks]
set_input_delay [expr $clk_period * $clk_io_pct] -clock clk0 $non_clock_inputs
set_output_delay [expr $clk_period * $clk_io_pct] -clock clk0 [all_outputs]
```

## design.v

```verilog
module lab4part1(SW, KEY, HEX1, HEX0);
	input [0:0] KEY;			 
	input [1:0] SW;
	output [6:0] HEX1;	 
	output [6:0] HEX0;	 
	wire [7:0] num;	 
	tflipflop t0(.t(SW[1]), .clock(KEY[0]), .clear_b(SW[0]), .q(num[0]));
	tflipflop t1(.t(SW[1] & num[0]), .clock(KEY[0]), .clear_b(SW[0]), .q(num[1]));
	tflipflop t2(.t(SW[1] & num[1] & num[0]), .clock(KEY[0]), .clear_b(SW[0]), .q(num[2]));
	tflipflop t3(.t(SW[1] & num[2] & num[1] & num[0]), .clock(KEY[0]), .clear_b(SW[0]), .q(num[3]));
	tflipflop t4(.t(SW[1] & num[3] & num[2] & num[1] & num[0]), .clock(KEY[0]), .clear_b(SW[0]), .q(num[4]));
	tflipflop t5(.t(SW[1] & num[4] & num[3] & num[2] & num[1] & num[0]), .clock(KEY[0]), .clear_b(SW[0]), .q(num[5]));
	tflipflop t6(.t(SW[1] & num[5] & num[4] & num[3] & num[2] & num[1] & num[0]), .clock(KEY[0]), .clear_b(SW[0]), .q(num[6]));
	tflipflop t7(.t(SW[1] & num[6] & num[5] & num[4] & num[3] & num[2] & num[1] & num[0]), .clock(KEY[0]), .clear_b(SW[0]), .q(num[7]));
	hex h1(.in(num[7:4]), .out(HEX1[6:0]));
	hex h0(.in(num[3:0]), .out(HEX0[6:0]));
endmodule
module tflipflop(t, clock, clear_b, q);
	input t, clock, clear_b;
	output reg q;
	always@(posedge clock, negedge clear_b)
	begin
	if (clear_b == 0)
		q <= 0;
	else if (clock && t)
		q <= ~q;		 
	else
		q <= q;		 
	end
endmodule
module hex(out,in);
	input [3:0]in;
	output reg [6:0]out;
	always@(in)
		case(in)
			0 : out=7'b1000000;
			1 : out=7'b1111001;
			2 : out=7'b0101000;
			3 : out=7'b0110000;
			4 : out=7'b0011001;
			5 : out=7'b0010010;
			6 : out=7'b0000010;
			7 : out=7'b1111000;
			8 : out=7'b0000000;
			9 : out=7'b0010000;
			10 : out=7'b0001000;
			11 : out=7'b0000011;
			12 : out=7'b1000110;
			13 : out=7'b0100001;
			14 : out=7'b0000110;
			15 : out=7'b0001110;
			default: out=7'b0000000;
		endcase
endmodule
```

## run.sh

```bash
#!/bin/bash
# OpenROAD 26Q1-2900-gdf79404cd8, Yosys 0.63+post, stock flow scripts
make -C /OpenROAD-flow-scripts/flow DESIGN_CONFIG=/design/flow/config.mk WORK_HOME=/design/flow/orfs finish
```

==> out/results.ini <==
[drt]
post_drt_wl_per_cell_um = 11.5
n_antenna_cell = 0
detail_route.first_pass.iterations = 4
drc = 0
postRouteAntennaNets = 0
vias = 864
drt-initial-drc-count = 38
wl_um = 2390
via_per_inst = 4.17

[run]
cap_viol_max_count = 0
warning_count = 86

[setup_path]
cp.required_ns = 1.20
critical_path_class = flop to output pin
cp-start-kind = flop
cp_max_fo = 3
end_kind = output pin
cp.arrival_ns = 1.60

[cts]
cts_tree = built
clk_latency_ns = 0.31
holdBufCountCts = 0
clkTransAtPathRegs_ns = 0.03

[final_timing]
slew_headroom = 0.755
hold_ws_ns = 0.274
period_needed_ns = 1.90
finalClockPeriodUsage = 1.27
setup_viol = 14
timing.final.max_slew_violations = 0
rsz0062_at_grt = true
setup_slack_ns = -0.398
fmax_ghz = 0.527
tightest_slew_ns = 0.366
hold_violations = 0
skew_ns = 0.00000303

[synthesis]
ys_cells = 92
syn_area_sq_um = 835
yosysWarnings = 2
synth_flops = 8
synthArstFlopShare = 1.00
edf_count = 0
synth_seq_share = 0.240
syn_inst = 92
synth.avg_cell_area_sq_um = 9.07
ys_types = 29
ff_type = dfrtp_1
yosys_area_sq_um = 835

[floorplanning]
die_width_um = 89
io_pins = 17
floorplan.core_util = 0.179
rows = 25
dieHeight_um = 89
chipArea_sq_um = 7920
core_sq_um = 4660

[power]
p_comb_frac = 0.639
switching_share = 0.370
p_int_uw = 2480
power_density_nw_per_um2 = 2420
net-switching-power_uw = 1450
clockPowerShare = 0.239
seq_power_share = 0.122
vdd_ir_drop_max_mv = 1.63
cellLeakagePower_uw = 0.000751

[global_routing]
gr-usage-all-layers = 0.0649
grtUsageMet3 = 0.0441
grt_start_max_net_pins = 14
first_global_vias = 996
gr-usage-met2 = 0.0904
grt_pass1_wl_um = 4100
met1_usage = 0.0769
overflow = 0
antenna_found_initial = 0
grt.busiest_layer = met2

[final_layout]
layout-drive-gt1-share = 0.647
fin_util = 0.349
fillers = 438
syn2layout_area_growth_pct = 94.9

[placement]
dp_hpwl_um = 1470
port_buffers = 16
dp_slack_ns = -0.365
gp_congestion = 0.788

[status]
violations = negative setup slack
status = finished, violations left

[worst_hold_path]
worstHoldPathType = primary input to asynchronous set/reset pin

==> synth_stat cells, types with 4 or more instances <==
cell type   n  area share
ha_1       12        0.18
nand2_1     9       0.040
dfrtp_1     8        0.24
xnor2_1     7       0.073
inv_1       6       0.027
mux2i_1     6       0.072
nor2_1      6       0.027
o21ai_0     6       0.036
a21oi_1     4       0.024
==> stage by stage <==
step,TNS [ns],power (uW),cell area [sq um],std cells
floorplan,0,1430,835,92
global placement,-4.18,2580,1200,181
detailed placement,-4.30,2590,1200,181
CTS,-3.69,3820,1580,204
global route,-5.53,4370,1630,207
finish,-3.92,3930,1630,207
==> cell type report <==
cell class | instances | area, sq um | share of cell area
clock inverters | 1 | 3.75 | 0.00231
well taps | 54 | 67.6 | 0.0415
repair buffers | 50 | 388 | 0.238
clock buffers | 14 | 180 | 0.111
inverters | 7 | 26.3 | 0.0162
flip-flops and latches | 8 | 203 | 0.125
multi-input cells | 73 | 758 | 0.466
==> kinds of logic (layout without fill, tap and decap cells) <==
group,count (synthesis),in the layout,share of synthesized area
adder cells (fa/ha/maj),12,12,0.180
multiplexers,8,8,0.0990
XOR/XNOR,9,9,0.0945
AND-OR/OR-AND,16,16,0.112
flip-flops,8,8,0.240
buffers and inverters,11,72,0.0674
AND/OR/NAND/NOR,28,28,0.207
==> cell usage in the layout (no fill, tap or decap), drive strengths merged, types with 3 or more instances in the layout <==
master / instances
o21ai: 6
buf: 49
clkbuf: 13
nor3: 3
xnor2: 7
ha: 12
nand2: 9
mux2i: 6
a21oi: 4
inv: 8
dfrtp: 8
nor2: 6
==> metal layers <==
| layer | up-vias | wire, um |
|---|---|---|
| met2 | 17 | 1140 |
| met3 | 2 | 143 |
| met5 | - | 0 |
| met4 | 0 | 8 |
| li1 | 436 | - |
| met1 | 409 | 1090 |
==> sequential cells by signal (all words and copies together) (netlist names) <==
signal,cells
t5.q,1
t4.q,1
t7.q,1
t0.q,1
t3.q,1
t1.q,1
t2.q,1
t6.q,1
==> critical path, cell delays in order (launching register included) <==
cell and delay (ns):
dfrtp_1 0.38, buf_4 0.15, buf_6 0.12, ha_4 0.16, nor2b_4 0.12, mux2_4 0.25
buf_2 0.11
==> path summary, 6_finish.rpt <==
check	start	endpoint	slack, ns	depth (start not counted)
setup reg to reg	t4.q	t7.q	0.15	6
min in group clk0	KEY[0]	t0.q	0.31	6
hold reg to reg	t3.q	t3.q	0.69	1
max in group asynchronous	SW[0]	t3.q	0.94	1
hold / removal	SW[0]	t5.q	0.27	1
setup / recovery	t0.q	HEX0[4]	-0.40	6
==> what timing repair did <==
item | CTS | global route
hold endpoints to repair | 0 | 0
pin swaps | 9 | 7
resized | 87 | 8
setup endpoints to repair | 20 | 14
setup buffers | 10 | 4
==> power groups by stage <==
stage | registers [uW] | logic (uW) | clock network, uW
4_1_cts | 470 | 2330 | 1020
5_1_grt | 498 | 2790 | 1080
6_report | 480 | 2510 | 939
Power and IR drop assume default switching activity.
